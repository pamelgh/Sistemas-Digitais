**config.mk**
```make
export PLATFORM = sky130hd
export DESIGN_NAME = blink
export DESIGN_NICKNAME = blink
export VERILOG_FILES = /design/flow/design.v
export SDC_FILE = /design/flow/constraint.sdc
export NUM_CORES = 4
export LEC_CHECK = 1
export CORE_UTILIZATION = 30
```
**constraint.sdc**
```tcl
current_design blink

set clk_period 4.3
set clk_io_pct 0.2

create_clock -name clk0 -period $clk_period [get_ports {CLOCK_50}]

set non_clock_inputs [all_inputs -no_clocks]
set_input_delay [expr $clk_period * $clk_io_pct] -clock clk0 $non_clock_inputs
set_output_delay [expr $clk_period * $clk_io_pct] -clock clk0 [all_outputs]
```
**design.v**
```verilog
module blink(
    input CLOCK_50,
    input [3:0] KEY,
    output [7:0] LEDG
);
    reg [26:0] contador = 0;
    reg state = 1;
    assign LEDG[0] = state;
    assign LEDG[1] = state;
    assign LEDG[2] = state;
    assign LEDG[3] = state;
    assign LEDG[4] = state;
    assign LEDG[5] = state;
    assign LEDG[6] = state;
    assign LEDG[7] = state;
     reg [32:0] MAX = 50000000;
    always @(posedge CLOCK_50) begin
        if(~KEY[0])
            MAX <= 50000000;    
        else if(~KEY[1])
            MAX <= 2500000;
        else if(~KEY[2])
            MAX <= 100000000;
        else if(~KEY[3])
            MAX <= 16666666;
        if(contador >= MAX) begin
             state <= ~state;
             contador <= 0;
        end
        else
            contador <= contador + 1;
     end
endmodule
```
**run.sh**
```bash
#!/bin/bash
# OpenROAD 26Q1-2900-gdf79404cd8, Yosys 0.63+post, stock flow scripts
make -C /OpenROAD-flow-scripts/flow DESIGN_CONFIG=/design/flow/config.mk WORK_HOME=/design/flow/orfs finish
```
==> qor.tcl <==
set qor(leakagePower_nw) 1.08
set qor(fin_crit_ns) 2.58
set qor(yosys.stat.chipArea_um2) 2280
set qor(worst_setup_path_start_kind) {flop}
set qor(log.warning_count) 25
set qor(number_of_diodes) 0
set qor(synth.distinct_cells) 45
set qor(synth_instances) 254
set qor(cts.htree.levels) 2
set qor(final-setup-viol-count) 0
set qor(route.antenna.remaining_nets) 0
set qor(timing.final.hold_violations) 0
set qor(cp.required_ns) 4.36
set qor(floorplan.initialDensity_pct) 31.3
set qor(post_synth_most_frequent_cells) {dfxtp_1, nor3_1, ha_1}
set qor(irDropWorstVdd_uv) 283
set qor(grt_setup_unrepaired) {no}
set qor(max_cap_violations) 0
set qor(postSynthSeqShare_pct) 36.4
set qor(grt_pass1_wl_um) 7020
set qor(area_share_of_the_largest_cell_type_after_synthesis_pct) 35.1
set qor(place_congestion) 0.805
set qor(status) {finished clean}
set qor(synth_area_um2) 2280
set qor(hpwlAfterDp_um) 3010
set qor(flow.area_growth_from_synthesis_pct) 11.0
set qor(area_of_the_die_um2) 7960
set qor(synth.avg_cell_area_um2) 8.98
set qor(cts.clk_slew.worst_paths_ns) 0.08
set qor(die_height_um) 89.2
set qor(fraction_of_layout_instances_using_a_drive_strength_above_1_pct) 7.78
set qor(yosys-stat-cells) 254
set qor(tritoncts_buffer_count) 5
set qor(drt-wirelength-per-cell_um) 11.9
set qor(grt.overflow.total) 0
set qor(cts_tree) {done}
set qor(path_class) {flop to flop}
set qor(numPortBuffers) 12
set qor(post_drt_via_cell_ratio) 4.78
set qor(totalPowerFinal_mw) 0.973
set qor(end_kind) {flop}
set qor(wl_met1_um) 2130
set qor(clock-root-buffer) {clkbuf_8}
set qor(routed.top_layer) {met4}
set qor(powerDensity_nw_per_um2) 384
set qor(dr_total_vias) 1702
set qor(wl_met2_um) 1930
set qor(first_global_vias) 1577
set qor(max_root_sink_buffers) 2
set qor(fmax_mhz) 387
set qor(post_synth_main_area_contributors) {dfxtp_1, ha_1, xor2_1}
set qor(crit_chain) {inv_1, ha_1, a21o_1, a221oi_1, or4_1, nand3_2, or2_2}
set qor(antenna_found_initial) 0
set qor(detailroute.wirelength.met3_um) 126
set qor(synth.most_common_cell) {dfxtp_1}
set qor(reg2reg_setup_slack_ns) 1.72
set qor(synth_area_leader_cell) {dfxtp_1}
set qor(post-route-drc-count) 0
set qor(pin_count) 13
set qor(pin_count_of_the_biggest_net_entering_global_routing) 29
set qor(worst_path_max_delay_cell) {or2_2}
set qor(cts_resized) 0
set qor(count_of_warnings_emitted_by_yosys) 1
set qor(row_count) 31
set qor(critPathMaxFanout) 28
set qor(synth-async-reset-ratio_pct) 0
set qor(slowest_delay_ns) 0.50
set qor(grt_usage_pct) 11.4
set qor(critical_path_arrival_ns) 2.64
set qor(cts.sinks) 41
set qor(routed_wl_um) 4220
set qor(core_area_um2) 7290
set qor(placed_cells) 348
set qor(detailedRoute.firstIterationViolations) 78
set qor(hp-class) {flop to flop}
set qor(total_setup_buffers_inserted_after_cts) 0
set qor(worst_slew_margin_rel_pct) 51.5
set qor(tightestPinTransition_ns) 0.725
set qor(min_period_over_period_pct) 60.0
set qor(total_neg_setup_slack_ns) 0
set qor(insertion_delay_ns) 0.29
set qor(post_synth_edffs) 1
set qor(finalNonFillerCells) 356
set qor(drt_first_pass_iters) 4
set qor(fin_skew_ns) 0.00297
set qor(numSynthFlops) 41
set qor(number_of_buffers_inserted_by_hold_repair_at_cts) 0
set qor(die-width_um) 89.2
set qor(synth-main-ff-cell) {dfxtp_1}
set qor(maxSlewViolCount) 0
==> area by class of cell <==
cell class / count / area (um^2)
timing repair buffer: 13 / 128
fill: 788 / 4760
sequential: 41 / 831
clock inverter: 1 / 30.0
tap: 99 / 124
clock buffer: 7 / 86.3
inverter: 17 / 63.8
multi-input combinational: 178 / 1270
==> where the power goes <==
group          total [mW]  switching, mW  internal [mW]
logic               0.172         0.0875         0.0845
registers           0.480         0.0508          0.429
clock network       0.322          0.132          0.189
==> worst max-delay path: cells and delay by family, from the launching register on <==
family	cells	cell delay (ns)
adder cells (fa/ha/maj)	1	0.29
AND/OR/NAND/NOR	3	1.17
buffers and inverters	1	0.04
flip-flops	1	0.34
AND-OR/OR-AND	2	0.50
==> logic make-up after synthesis <==
family,synth area share (%)
buffers and inverters,7.90
xor gates and xnor gates,9.60
and+or+nand+nor,25.5
DFF,36.4
adders and majority gates,11.5
AOI/OAI and AO/OA,9.05
==> metal layers <==
metal | global-route usage (%) | vias up
li1 | - | 886
met1 | 16.3 | 788
met2 | 18.8 | 21
met3 | 2.15 | 7
met4 | 1.59 | 0
met5 | 0 | -
==> layout by cell type, fill, tap and decap left out, drive strengths merged, types with 2 or more instances in the layout <==
master / synthesis / final
nand4: 9 / 9
dfxtp: 40 / 40
nand2b: 3 / 3
xor2: 19 / 19
nand3: 18 / 18
inv: 17 / 17
and4: 2 / 2
a21oi: 9 / 9
nand2: 18 / 18
nor4: 2 / 2
nor3: 29 / 29
and3: 5 / 5
clkbuf: 6 / 7
a21o: 3 / 3
nor2: 5 / 5
xnor2: 6 / 6
and2: 3 / 3
clkdlybuf4s50: 0 / 12
nor3b: 2 / 2
o21ai: 11 / 11
a211oi: 2 / 2
ha: 21 / 21
a21boi: 2 / 2
==> stage by stage <==
| stage | hold slack, ns | setup slack (ns) | util, % | cell area [um^2] |
|---|---|---|---|---|
| floorplan | 0.426 | 2.38 | - | 2280 |
| global placement | 0.440 | 1.80 | 33.1 | 2420 |
| detailed placement | 0.447 | 1.79 | 33.1 | 2420 |
| CTS | 0.471 | 1.71 | 34.7 | 2530 |
| global route | 0.484 | 1.53 | 34.7 | 2530 |
| finish | 0.463 | 1.72 | 34.7 | 2530 |
==> registers in the layout, indices dropped and copies added, names as in the netlist <==
name and cells:
contador 27, state 1, MAX 13
==> worst paths after layout <==
check | start | cells after the start | endpoint
worst max register to register | MAX[17] | 7 | state
worst min register to register | MAX[13] | 1 | MAX[13]
worst max-delay path | MAX[17] | 7 | state
worst min-delay path | MAX[13] | 1 | MAX[13]
Power and IR drop assume default switching activity.
